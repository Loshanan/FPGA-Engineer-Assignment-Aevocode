--- config.mk ---
export PLATFORM = sky130hd
export DESIGN_NAME = main
export DESIGN_NICKNAME = main
export VERILOG_FILES = /design/flow/design.v
export SDC_FILE = /design/flow/constraint.sdc
export NUM_CORES = 4
export LEC_CHECK = 1
export CORE_AREA = 10 10 70 70
export DIE_AREA = 0 0 80 80
--- constraint.sdc ---
current_design main

set clk_period 1.4
set clk_io_pct 0.2

create_clock -name clk0 -period $clk_period [get_ports {clk}]
create_clock -name clk1 -period $clk_period [get_ports {pulseData}]

set non_clock_inputs [all_inputs -no_clocks]
set_input_delay [expr $clk_period * $clk_io_pct] -clock clk0 $non_clock_inputs
set_output_delay [expr $clk_period * $clk_io_pct] -clock clk0 [all_outputs]
--- run.sh ---
#!/bin/bash
# OpenROAD 26Q1-2900-gdf79404cd8, Yosys 0.63+post, stock flow scripts
make -C /OpenROAD-flow-scripts/flow DESIGN_CONFIG=/design/flow/config.mk WORK_HOME=/design/flow/orfs finish
--- design.v ---
module axiSlave #(
    parameter DATA_WIDTH = 32,
    parameter ADDR_WIDTH = 2
) (
    input logic clk, rst,
    input logic awvalid,         
    output logic awready,        
    input logic [ADDR_WIDTH - 1:0] awaddr,  
    input logic [DATA_WIDTH - 1:0] wdata,  
    input logic wvalid,          
    output logic wready,         
    output logic wresp,          
    input logic arvalid,         
    output logic arready,        
    input logic [ADDR_WIDTH - 1:0] araddr,  
    output logic [DATA_WIDTH - 1:0] rData,  
    output logic rvalid,         
    input logic [DATA_WIDTH - 1:0] reg1,
    output logic [DATA_WIDTH - 1:0] reg2,
    output logic [DATA_WIDTH - 1:0] reg3
);
    logic [ADDR_WIDTH - 1:0] writeAddress;
    logic [DATA_WIDTH - 1:0] writeData;
    logic [ADDR_WIDTH - 1:0] readAddress;
    always_ff @( posedge clk or negedge rst) begin
        if (!rst) begin
            reg2 <= '0;
            reg3 <= '0;
        end else begin
            if (awvalid && !awready) begin
                writeAddress <= awaddr;
                awready <= 1;
            end
            else begin
                awready <= 0;
            end
            if (wvalid && !wready) begin
                writeData <= wdata;
                wready <= 1;
            end
            else begin
                wready <= 0;
            end
            if (writeAddress == 2'd2) begin
                reg2 <= writeData;
                wresp <= 1;
            end
            else if (writeAddress == 2'd3) begin
                reg3 <= writeData;
                wresp <= 1;
            end
            else wresp <= 0;
        end
    end
    always_ff @( posedge clk or negedge rst) begin
        if (!rst) begin
            reg2 <= '0;
            reg3 <= '0;
        end else begin
            if (arvalid && !arready) begin
                readAddress <= araddr;
                arready <= 1;
            end
            else arready <= 0;
            if (readAddress == 2'd1) begin
                rData <= reg1;
                rvalid <= 1;
            end
            else begin
                rData <= '0;
                rvalid <= 0;
            end
        end
    end
endmodule
module fCounter #(
    parameter CLK_PERIOD = 100 ,  
    parameter PPR = 10,          
    parameter REG_UPDATE_FREQ = 10    
) (
    input clk, rst,
    input data,
    output [31:0] rpm
);
    localparam UPDATE_PERIOD = (1_000_000_000 / REG_UPDATE_FREQ) / CLK_PERIOD;      
    localparam CONST = (60 * REG_UPDATE_FREQ) / PPR;                   
    logic [31:0] clkCounter;
    logic [31:0] dataCounter;
    logic [31:0] rpmReg;
    always_ff @( posedge data or negedge rst) begin
        if (!rst) begin
            dataCounter <= 0;
        end else begin
            if (data) begin
               dataCounter <= dataCounter + 1; 
            end 
        end
    end
    always_ff @( posedge clk or negedge rst ) begin
        if (!rst) begin
            clkCounter <= 0;
            dataCounter <= 0;
            rpmReg <= 0;
        end
        else begin
            if (clkCounter >= UPDATE_PERIOD) begin
                rpmReg <= CONST * dataCounter;
                dataCounter <= 0;
                clkCounter <= 0;
            end
            else clkCounter <= clkCounter + 1;  
        end
    end
    assign rpm = rpmReg;
endmodule
module main #(
    parameter CLK_PERIOD = 100,  
    parameter PPR = 10,          
    parameter DATA_WIDTH = 32,   
    parameter ADDR_WIDTH = 2,    
    parameter REG_UPDATE_FREQ = 10    
) (
    input logic clk, rst,
    input logic awvalid,         
    output logic awready,        
    input logic [ADDR_WIDTH - 1:0] awaddr,  
    input logic [DATA_WIDTH - 1:0] wdata,  
    input logic wvalid,          
    output logic wready,         
    output logic wresp,          
    input logic arvalid,         
    output logic arready,        
    input logic [ADDR_WIDTH - 1:0] araddr,  
    output logic [DATA_WIDTH - 1:0] rData,  
    output logic rvalid,         
    input logic pulseData,
    output logic PWM
);
    logic [31:0] reg1;
    logic [31:0] reg2;
    logic [31:0] reg3;
    axiSlave #(DATA_WIDTH, ADDR_WIDTH) axislave(.*);
    pwmGen #(CLK_PERIOD, DATA_WIDTH) pwmgen(clk, rst, reg2, reg3, PWM);
    fCounter #(CLK_PERIOD, PPR, REG_UPDATE_FREQ) rpmcounter(clk, rst, pulseData, reg1);
endmodule
module pwmGen #(
    parameter CLK_PERIOD = 100 ,  
    parameter DATA_WIDTH = 32   
) (
    input clk, rst,
    input logic [DATA_WIDTH - 1:0] pwmPeriod,    
    input logic [DATA_WIDTH - 1:0] pwmDutyCycle, 
    output logic pwm
);
    logic [DATA_WIDTH - 1:0] pwmPeriod_cycles;
    logic [DATA_WIDTH - 1:0] pwmDutyCycle_cycles;
    logic [DATA_WIDTH - 1:0] counter;
    always_comb begin
        pwmPeriod_cycles = (pwmPeriod * 1000) / CLK_PERIOD;
        pwmDutyCycle_cycles = (pwmDutyCycle * 1000) / CLK_PERIOD;
    end
    always_ff @( posedge clk or negedge rst ) begin
        if (!rst) begin
            counter <= 1;
            pwm <= 0;
        end
        else begin
            if (counter < pwmPeriod_cycles ) counter <= counter + 1;
            else counter <= 1;
            if (counter <= pwmDutyCycle_cycles) pwm <= 1;
            else pwm <= 0;    
        end
    end
endmodule
==> impl_report.txt <==
FLOW METRICS REPORT
----------------------------------------------------
[Synthesis]
  Post-synthesis cell type count ........................ 6
  Post-synthesis chip area from yosys ........................ 538.0 um2
  YS warnings ........................ 195
  Netlist area before placement ........................ 538.0 um2
  Post-synthesis average cell area ........................ 10.98 um2
  Seq share, synth ........................ 0.4465
  Synth Instances ........................ 49
  Synth flops ........................ 8
  Cells in synth_stat.txt ........................ 49

[Setup path]
  Arrival time at the worst endpoint ........................ 1080 ps
  Crit Path Max Fanout ........................ 3
  Critical path buffers and inverters ........................ 1
  Depth of the worst register-to-register path ........................ 1
  R2R setup slack ........................ 450 ps
  Path type of the worst setup path ........................ reg2out
  Critical Path End Type ........................ primary output
  Cell type of the slowest stage on the worst timing path ........................ sky130_fd_sc_hd__clkdlybuf4s50_1
  Critical Path Start Type ........................ flip-flop
  Worst EP required ........................ 1120 ps
  Critical path, cell by cell ........................ clkdlybuf4s50_1
  Cell family with most CP delay ........................ buffers and inverters
  Destination of the worst register-to-register timing path ........................ axislave.readAddress[1]
  Reg2Reg Launch Point ........................ axislave.arready
  Longest individual stage delay on the worst path ........................ 470 ps

[Detailed routing]
  Detail-routed net length per standard cell ........................ 8.564 um
  Initial detailed-routing violation count ........................ 7
  Number of nets with antenna violations after detailed routing ........................ 0
  Via count ........................ 261
  Post-detailed-route DRC marker count ........................ 0
  Wire length after detailed routing ........................ 942 um
  Number of iterations in the first detailed-routing pass ........................ 4
  ANT cells ........................ 0
  Average vias per placed instance ........................ 2.373

[Clock tree]
  TritonCTS clock tree ........................ built
  Reg clk slew, reported paths ........................ 50 ps
  Number of levels the H-tree was split into ........................ 1
  Master cell of the clock root buffer ........................ sky130_fd_sc_hd__clkbuf_4
  Clock net sink count ........................ 8
  Total clock buffers created by CTS ........................ 3
  Number of buffers inserted by post-CTS setup repair ........................ 0
  Largest buffer count on any clock path ........................ 2

[Timing]
  Hold violation count in the final report ........................ 0
  Final worst setup slack ........................ 44.40 ps
  Clock skew ........................ 0.1329 ps
  Count of endpoints failing setup in the final report ........................ 0
  Number of max-slew violations in the final report ........................ 0
  Setup repair after global routing missed its margin ........................ false
  Accumulated negative setup slack ........................ 0 ps

[Cells and area]
  Fraction of layout instances using a drive strength above 1 ........................ 0.07813
  Fraction of the core area covered by cells at the end of the flow ........................ 0.1828
  Layout Area Growth over Synthesis ........................ 16.05%

[Min path]
  Hold EP ........................ axislave.wresp
  Startpoint of the tightest hold check path ........................ axislave.writeAddress[1]
  Class of the worst hold path ........................ reg2reg
  Number of cells on the worst hold path ........................ 0

[Pwr]
  Power Density ........................ 806.8 nW/um2
  Maximum ir drop on the vdd rail ........................ 239.9 uV
  Leak pwr ........................ 0.2883 nW

[Floorplan]
  Starting density of the core ........................ 0.1575
  Die W ........................ 80 um
  Ports ........................ 80
  Height of the chip ........................ 80 um
  Number of placement rows ........................ 21
  Die Outline Area ........................ 6400 um2
  Core outline area ........................ 3416 um2

[Placement]
  # port buffers ........................ 12
  Placer congestion estimate ........................ 0.6517
  Pre-CTS setup slack ........................ 95.99 ps
  HPWL reported at the end of detailed placement ........................ 866.8 um

[Flow run]
  Warning total across the stage logs ........................ 60
  Max Cap Viol ........................ 0

[Global routing]
  Total overflow reported by the global router ........................ 0
  Overall Global Routing Usage ........................ 0.02507
  Antenna violations before repair ........................ 0
  Via count of the first global-routing pass ........................ 315
  Pin count of the biggest net entering global routing ........................ 5
  First-pass GRT wire length ........................ 1.338 mm

[Status]
  Result of the run ........................ completed

----------------------------------------------------
## cell families (layout without fill, tap and decap cells)
| family | after synthesis | in the layout | synth area share |
|---|---|---|---|
| buffers and inverters | 34 | 17 | 0.4674 |
| flip-flops | 8 | 8 | 0.4465 |
| other | 1 | 33 | 0.006970 |
| AND/OR/NAND/NOR | 6 | 6 | 0.07907 |
## report_power, final
part / total, W / internal (W) / switching, W
Combinational: 0.0000526 / 0.0000366 / 0.0000160
Clock: 0.000169 / 0.0000976 / 0.0000718
Sequential: 0.000282 / 0.000277 / 0.00000432
Total: 0.000504 / 0.000412 / 0.0000921
## layout by cell type (no fill, tap or decap)
cell type,count
sky130_fd_sc_hd__and3b_1,2
sky130_fd_sc_hd__conb_1,33
sky130_fd_sc_hd__edfxtp_1,8
sky130_fd_sc_hd__buf_4,2
sky130_fd_sc_hd__nor2b_1,4
sky130_fd_sc_hd__dlymetal6s2s_1,1
sky130_fd_sc_hd__clkdlybuf4s50_1,11
sky130_fd_sc_hd__clkbuf_4,3
## registers in the layout (all words and copies together) (netlist names)
register,cells
axislave.arready,1
axislave.awready,1
axislave.readAddress,2
axislave.rvalid,1
axislave.wready,1
axislave.wresp,1
axislave.writeAddress,1
## layout make-up
| class | count | area, um2 |
|---|---|---|
| Timing Repair Buffer | 14 | 137.6 |
| Multi-Input combinational cell | 39 | 166.4 |
| Sequential cell | 8 | 240.2 |
| Tap cell | 46 | 57.56 |
| Fill cell | 401 | 2791 |
| Clock buffer | 3 | 22.52 |
## timing repair
item                       4_1_cts  5_1_grt
gates resized                    0        1
setup endpoints to repair        0        1
hold buffers                     0        0
## metrics by stage
step           instances  cell area [um2]  hold WS [ps]  total power [W]
6_report             110            624.3         417.2        0.0005037
3_3_place_gp         107            599.3         408.3        0.0003446
5_1_grt              110            624.3         437.9        0.0005342
4_1_cts              110            621.8         420.5        0.0005128
3_5_place_dp         107            599.3         408.3        0.0003428
2_1_floorplan         81            658.1         378.9        0.0003563
## per-layer routing
| metal | wire length [um] | GRT usage |
|---|---|---|
| met1 | 321 | 0.02682 |
| met2 | 512 | 0.04575 |
| met4 | 0 | 0.003521 |
| met3 | 108 | 0.01023 |
| met5 | 0 | 0 |
## synthesized netlist by cell type
| cell type | count | area (um2) |
|---|---|---|
| sky130_fd_sc_hd__buf_4 | 33 | 247.7 |
| sky130_fd_sc_hd__edfxtp_1 | 8 | 240.2 |
| sky130_fd_sc_hd__nor2b_1 | 4 | 25.02 |
| sky130_fd_sc_hd__and3b_1 | 2 | 17.52 |
| sky130_fd_sc_hd__clkbuf_1 | 1 | 3.750 |
| sky130_fd_sc_hd__conb_1 | 1 | 3.750 |
## how the worst max path moves through the flow
| stage | to | cells after the start | from | slack (ps) |
|---|---|---|---|---|
| final | awready | 1 | axislave.awready | 40 |
| after CTS | arready | 1 | axislave.arready | 10 |
| after global routing | awready | 1 | axislave.awready | 3 |
Power figures rest on the tool's default switching activity, not on a simulated workload.
